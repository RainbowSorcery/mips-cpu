==> design.v <==
module if_id (
    input wire rst,
    input wire clk,
    input wire[31:0] if_pc,
    input wire[31:0] if_inst,
    output wire[31:0] id_pc,
    output wire[31:0] id_inst
);
always @(posedge clk) begin
    if (rst == 1'b1) begin
        id_pc <= 32'h00000000;
        id_inst <= 32'h00000000;
    end else begin
        id_pc <= if_pc;
        id_inst <= if_inst;
    end
end
endmodule
==> run.sh <==
#!/bin/bash
# OpenROAD 26Q1-2900-gdf79404cd8, Yosys 0.63+post, stock flow scripts
make -C /OpenROAD-flow-scripts/flow DESIGN_CONFIG=/design/flow/config.mk WORK_HOME=/design/flow/orfs finish
==> config.mk <==
export PLATFORM = sky130hd
export DESIGN_NAME = if_id
export DESIGN_NICKNAME = if_id
export VERILOG_FILES = /design/flow/design.v
export SDC_FILE = /design/flow/constraint.sdc
export NUM_CORES = 4
export LEC_CHECK = 1
export CORE_AREA = 10 10 111 111
export DIE_AREA = 0 0 121 121
==> constraint.sdc <==
current_design if_id

set clk_period 1.0
set clk_io_pct 0.2

create_clock -name clk0 -period $clk_period [get_ports {clk}]

set non_clock_inputs [all_inputs -no_clocks]
set_input_delay [expr $clk_period * $clk_io_pct] -clock clk0 $non_clock_inputs
set_output_delay [expr $clk_period * $clk_io_pct] -clock clk0 [all_outputs]
==> reports/qor.yml <==
status: "completed"
power_leakage_nw: 1.43
drt-initial-drc-count: 41
drive_gt1_share_pct: 54.0
async_reset_ff_share_pct: 0
top_logic_kind: "simple AND/OR/NAND/NOR gates"
area_delta_synth_final_pct: 68.6
edf_count: 0
common_cells: "dfxtp_1 (64), nor2b_2 (60), buf_6 (5)"
cpMaxStageDelayCell: "dfxtp_2"
cts_buffer_depth: 2
powerDensity_nw_per_um2: 1710
path_cells: "buf_2"
min_period_ns: 0.955
placed_cells_incl_taps: 394
hold_end: "id_pc[23]"
yosys.stat.seqShare_pct: 66.8
ys_sh_simple_pct: 28.7
ys_cells: 135
cts_tree: "built"
yosys.area.top_type: "dfxtp_1"
fin_area_um2: 3230
hpwl_um: 4230
cts_sinks: 64
aoi_share_pct: 0
antenna_found_initial: 0
die_w_um: 121
end_kind: "output port"
yosys_area_um2: 1920
fp_util_pct: 19.4
place_area_um2: 3340
topCellsByArea: "dfxtp_1 (67%), nor2b_2 (27%), buf_6 (2.9%)"
hp-class: "in -> reg"
ios: 130
synthesis.area_um2: 1920
slowest_delay_ns: 0.32
fin_crit_sh_pct: 95.5
worst_hold_path.num_cells: 2
avgSynthCellArea_um2: 14.2
path_clk_slew_ns: 0.06
grt_pass1_wl_um: 8260
post_cts_buffers: 0
core_um2: 9860
drtPass1Iterations: 2
grt_pass1_vias: 1487
final-instance-count-excl-fill: 409
via_per_inst: 3.38
htreeDepth: 3
hold_viol: 0
dieArea_um2: 14600
antenna_left: 0
worstHoldStart: "rst"
top_cell_area_share_pct: 66.8
synth_flops: 64
routed_wl_um: 5480
synthMuxAreaShare_pct: 0
crit_type: "reg -> out"
maxCapViolations: 0
ctsHoldBuffers: 0
xor_share_pct: 0
required_ns: 0.80
synth_cell_types: 5
critPathLaunchType: "flop"
ys_warn_count: 5
ir_worst_vdd_uv: 689
row_count: 36
worstPathBufferInverterCount: 1
openroad.warnings: 26
setup_viol: 0
crit_fanout: 1
fmax_mhz: 1050
synth_top_flop_cell: "dfxtp_1"
netlist_instances: 135
top_cell: "dfxtp_1"
chipHeight_um: 121
gp_congestion: 0.758
cts_root_buffer: "clkbuf_8"
max_slew_margin_pct: 88.9
worst_pin_slew_ns: 0.166
cts_buffers: 9
cp_data_arrival_time_ns: 0.75
grt_max_degree: 25
drc: 0
rsz0062_at_grt: "true"
wire_per_inst_um: 13.4
num_vias: 1381
num_antenna_cells: 0
critPathTopFamily: "flip-flops"
portBuffers: 129
grtUsageTotal_pct: 7.18
grt-ovfl-total: 0
report.final.slew_viol_count: 0
fa_ha_area_share_pct: 0
==> cells by family after synthesis <==
logic type             count (synthesis)
and+or+nand+nor                       64
buffers and inverters                  7
DFF                                   64
==> stage by stage <==
step	power (W)	worst slack (ns)	util (%)	TNS (ns)	hold slack [ns]
final	0.00554	0.0450	32.8	0	0.144
after global routing	0.00583	-0.00121	32.8	-0.00121	0.134
after CTS	0.00566	0.0171	32.8	0	0.135
after detailed placement	0.00348	0.00727	33.9	0	0.501
after global placement	0.00348	0.00299	33.9	0	0.506
after floorplan	0.00294	0.363	-	0	0.328
==> area by class of cell <==
type / count / area [um2]
fillers: 995 / 6630
well taps: 133 / 166
clock buffers: 12 / 165
repair buffers: 133 / 1020
flip-flops and latches: 64 / 1290
clock inverters: 3 / 40.0
multi-input cells: 64 / 551
==> where the power goes <==
part           total [W]  switching [W]  internal [W]
registers        0.00271      0.0000271       0.00269
logic           0.000564       0.000145      0.000419
clock network    0.00226       0.000929       0.00133
total            0.00554        0.00110       0.00444
==> timing repair <==
item,in CTS,in global routing
resized,204,0
cloned,0,0
hold endpoints to repair,0,0
setup endpoints to repair,64,1
pin swaps,0,0
==> metal layers <==
layer  global-route usage, %  share of wire (%)  routed length (um)
met5                       0                  0                   0
met4                    1.28                1.9                 104
met3                    5.67                 17                 955
met2                    10.1                 40                2210
met1                    8.56                 40                2210
==> cells in the final DEF, fill, tap and decap left out <==
master            n
bufinv_16         1
buf_2            64
clkinv_2          2
dfxtp_2           5
dfxtp_1          59
buf_12            2
nor2b_2          60
buf_4             3
nor2b_1           4
clkbuf_8         12
clkdlybuf4s50_1  64
==> flip-flops by register name, indices dropped and copies added (netlist names) <==
signal / count
id_inst: 32
id_pc: 32
==> worst max path at each step <==
stage | from | to | slack, ns | cells after the start
CTS | id_pc[23] | id_pc[23] | 0.02 | 1
global route | id_pc[23] | id_pc[23] | -0.001 | 1
finish | id_pc[23] | id_pc[23] | 0.05 | 1
Power and IR drop assume default switching activity.
